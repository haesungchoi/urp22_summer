File: constraint.sdc
current_design COUNTER

set clk_period 4.3
set clk_io_pct 0.2

create_clock -name clk0 -period $clk_period [get_ports {clk}]

set non_clock_inputs [all_inputs -no_clocks]
set_input_delay [expr $clk_period * $clk_io_pct] -clock clk0 $non_clock_inputs
set_output_delay [expr $clk_period * $clk_io_pct] -clock clk0 [all_outputs]
File: config.mk
export PLATFORM = sky130hd
export DESIGN_NAME = COUNTER
export DESIGN_NICKNAME = COUNTER
export VERILOG_FILES = /design/flow/design.v
export SDC_FILE = /design/flow/constraint.sdc
export NUM_CORES = 4
export LEC_CHECK = 1
export CORE_AREA = 10 10 110 110
export DIE_AREA = 0 0 120 120
File: design.v
module COUNTER (
input [7:0] size,
input clk,
input rst_n,
input enable,
output [15:0] count
);
reg [15:0] count_reg;
reg [7:0] row, col;
assign count = count_reg;
always @(posedge clk or negedge rst_n) begin
    if (!rst_n) begin
        count_reg <= 16'd0;
        row <= 8'd0;
        col <= 8'd0;
    end else begin
        if (!enable) begin
            count_reg <= 16'd0;
            row <= 8'd0;
            col <= 8'd0;
        end else begin
            if (row < size-1'b1) begin
                if (col == size) begin
                    row <= row + 1'b1;
                    col <= 8'd0;
                end else begin
                    col <= col + 1'b1;
                end
                    count_reg <= count_reg + 1'b1;
            end
        end
    end
end
endmodule
File: run.sh
#!/bin/bash
# OpenROAD 26Q1-2900-gdf79404cd8, Yosys 0.63+post, stock flow scripts
make -C /OpenROAD-flow-scripts/flow DESIGN_CONFIG=/design/flow/config.mk WORK_HOME=/design/flow/orfs finish
==> impl_metrics.py <==
# Flow results
metrics = {
    "synth": {
        "ys_area_sq_um": 2080,
        "flop_cell": "dfrtp_1",
        "syn_avg_cell_area_sq_um": 9.17,
        "ys_seq_share_pct": 38.5,
        "top_cells_by_area": "dfrtp_1 38%, xnor2_1 11%, ha_1 6.6%",
        "synthArstFlopShare_pct": 100,
        "postSynthCellCount": 227,
        "top_cell_area_share_pct": 38.5,
        "synthTopCellsByCount": "32 x dfrtp_1, 25 x xnor2_1, 22 x nand2_1",
        "yosysCellCount": 227,
        "synth.largest_area_cell": "dfrtp_1",
        "most_common_cell": "dfrtp_1",
        "synth.distinct_cells": 39,
        "syn_area_sq_um": 2080,
        "synth_flops": 32,
        "synth_warnings": 1,
        "edf_count": 0,
    },
    "final_timing": {
        "finalHoldViolCount": 0,
        "slew-limit-headroom_pct": 46.1,
        "fin_skew_ns": 0.00789,
        "period_used_pct": 89.1,
        "setup_violations": 0,
        "worstMarginPinSlew_ns": 0.808,
        "tns_ns": 0,
        "min_period_ns": 3.83,
        "maxSlewViolCount": 0,
        "fmax_mhz": 261,
        "rsz0062_at_grt": "false",
        "hold_ws_ns": 0.555,
    },
    "die": {
        "die_y_microns": 120,
        "fp_util_pct": 21.3,
        "chipArea_sq_um": 14400,
        "fp.dieW_microns": 120,
        "row_count": 36,
        "ios": 27,
        "fp.coreArea_sq_um": 9770,
    },
    "worst_setup_path": {
        "cp.arrival_ns": 4.03,
        "required_ns": 4.50,
        "cp_common_cell": "or4_1",
        "crit_family": "simple AND/OR/NAND/NOR gates",
        "worst_path_max_delay_cell": "or4_1",
        "critPathKind": "in -> reg",
        "crit_buf_inv": 2,
        "end_kind": "register",
        "max_stage_delay_ns": 0.56,
        "crit_fanout": 16,
        "cp-start-kind": "input pin",
        "crit_chain": "clkdlybuf4s50_1 -> or4_1 -> nor4_1 -> xnor2_1 -> ha_1 -> nand2_1 -> o21ai_0 -> or2_1 -> buf_4 -> or4_1 -> a31oi_1",
    },
    "drt": {
        "drt-total-wl_mm": 5.03,
        "drc": 0,
        "drt_iter0_markers": 70,
        "ant_nets": 0,
        "wl_per_cell_microns": 12.8,
        "vias": 1766,
        "routed_via_density": 4.49,
        "first_pass_iters": 4,
        "diodes": 0,
    },
    "global_route": {
        "grt_antenna_before_repair": 0,
        "grt_pass1_wl_mm": 8.87,
        "grt_pass1_vias": 1746,
        "grt_overflow": 0,
        "grt_max_degree": 33,
        "grt_use_total_pct": 7.29,
    },
    "clocking": {
        "clock_path_buffers": 2,
        "clk_pin_slew_ns": 0.07,
        "root_buffer": "clkbuf_8",
        "hold_buffers": 0,
        "cts-htree-levels": 2,
        "cts_buffers": 5,
        "postCtsSetupBuffers": 0,
        "postCtsResizedCells": 0,
        "cts_tree": "built",
        "insertion_delay_ns": 0.28,
        "cts_sinks": 32,
    },
    "hold_path": {
        "min_path_type": "reg -> reg",
    },
    "power_and_ir_drop": {
        "cellPowerDensity_nw_per_um2": 253,
        "p_leak_nw": 1.02,
        "ir_worst_vdd_uv": 117,
    },
    "run": {
        "warning_count": 25,
        "maxCapViolCount": 0,
    },
    "outcome": {
        "outcome": "complete, no violations",
    },
    "final_layout": {
        "area_growth_syn_to_layout_pct": 26.6,
        "postLayoutCoreUtil_pct": 26.9,
        "drive_gt1_share_pct": 8.08,
        "fin_cells": 393,
        "largest_reg_flops": 16,
    },
    "place": {
        "io_buffers": 26,
        "place_inst": 385,
        "place_congestion": 0.801,
        "dpl.hpwl_mm": 3.57,
    },
}
## area by class of cell
cell class | instances | area, sq um
inverters | 7 | 26.3
clock inverters | 2 | 35.0
repair buffers | 34 | 320
well taps | 133 | 166
multi-input cells | 179 | 1210
clock buffers | 6 | 72.6
flip-flops and latches | 32 | 801
fillers | 1043 | 7140
## per-layer routing
metal  GRT usage, %  share of wire, %  wire length (microns)  up-vias
met5              0                 0                      0        -
met2           10.0                40                   2020       40
li1               -                 -                      -      883
met4          0.754              0.91                     46        0
met1           11.2                52                   2630      837
met3           2.33               6.7                    339        6
## worst min-delay path: cells and delay by family, from the launching register on
kind	cells	cell delay, ns
DFF	1	0.38
and+or+nand+nor	1	0.07
muxes	1	0.06
## path summary, 6_finish.rpt
kind                            slack [ns]  depth (start not counted)                 startpoint                   endpoint
worst max-delay path                  0.47                         11                    size[2]         col[6]$_DFFE_PN0P_
worst min-delay path                  0.56                          2  count_reg[15]$_DFFE_PN0P_  count_reg[15]$_DFFE_PN0P_
worst max register to register        1.84                          7         row[2]$_DFFE_PN0P_         col[6]$_DFFE_PN0P_
worst min register to register        0.56                          2  count_reg[15]$_DFFE_PN0P_  count_reg[15]$_DFFE_PN0P_
max in group asynchronous             3.02                          2                      rst_n   count_reg[2]$_DFFE_PN0P_
min in group asynchronous             0.98                          2                      rst_n   count_reg[4]$_DFFE_PN0P_
## report_power, final
part,switching (mW),internal [mW],total [mW]
Clock,0.111,0.172,0.283
Combinational,0.0365,0.0333,0.0698
Sequential,0.00774,0.306,0.314
## per-stage QoR
step / power (mW) / setup slack [ns] / cell area (sq um)
final: 0.667 / 0.468 / 2630
after global routing: 0.700 / 0.286 / 2630
after CTS: 0.677 / 0.495 / 2630
after detailed placement: 0.390 / 0.226 / 2530
after global placement: 0.389 / 0.279 / 2530
after floorplan: 0.353 / 0.877 / 2080
## layout by cell type, fill, tap and decap left out, types with 6 or more instances in the layout
cell and n:
dfrtp_1 32, nand3_1 13, nand2b_1 6, nand4_1 9, inv_1 7, nand2_1 22, mux2i_1 7, buf_4 8
a21oi_1 10, xnor2_1 25, ha_1 11, clkdlybuf4s50_1 26, nor2_1 19, nor4_1 9, nor3_1 8
## logic make-up after synthesis
kind of cell / after synthesis / share of synthesized area [%]
multiplexers: 7 / 3.37
adder cells (fa/ha/maj): 11 / 6.61
flip-flops: 32 / 38.5
XOR/XNOR: 26 / 10.9
AND/OR/NAND/NOR: 106 / 27.1
AND-OR/OR-AND: 29 / 10.2
buffers and inverters: 16 / 3.25
Power is estimated from default activity; no workload was simulated.
